==> flow/design.v <==
`timescale 1ns / 1ps
module traffic_final(
    input clk, rst,
    output reg [2:0] l,   
    output reg [2:0] r,   
    output reg [2:0] s,   
    output reg [2:0] b    
);
    parameter S_left = 0, S_right = 1, S_straight = 2, S_back = 3;
    parameter sec_left = 6, sec_right = 5, sec_straight = 4, sec_back = 6;
    reg [2:0] tme;
    reg [2:0] ps;
    reg [26:0] clk_div;   
    always @(posedge clk or posedge rst) begin
        if (rst) begin
            clk_div <= 0;
        end else begin
            clk_div <= clk_div + 1;
        end
    end
    wire slow_clk = clk_div[26];   
    always @(posedge slow_clk or posedge rst) begin
        if (rst) begin
            ps <= S_left;
            tme <= 0;
        end else begin
            case (ps)
                S_left: if (tme < sec_left) begin
                            ps <= S_left;
                            tme <= tme + 1;
                        end else begin 
                            ps <= S_right;
                            tme <= 0;
                        end
                S_right: if (tme < sec_right) begin
                            ps <= S_right;
                            tme <= tme + 1;
                         end else begin 
                            ps <= S_straight;
                            tme <= 0;
                         end
                S_straight: if (tme < sec_straight) begin
                                ps <= S_straight;
                                tme <= tme + 1;
                            end else begin 
                                ps <= S_back;
                                tme <= 0;
                            end
                S_back: if (tme < sec_back) begin
                            ps <= S_back;
                            tme <= tme + 1;
                        end else begin 
                            ps <= S_left;
                            tme <= 0;
                        end
                default: ps <= S_left;
            endcase
        end
    end
    always @(ps) begin
        case (ps)
            S_left: begin
                l <= 3'b001;
                r <= 3'b010;
                s <= 3'b100;
                b <= 3'b100;
            end
            S_right: begin 
                l <= 3'b100;
                r <= 3'b001;
                s <= 3'b010;
                b <= 3'b100;
            end
            S_straight: begin
                l <= 3'b100;
                r <= 3'b100;
                s <= 3'b001;
                b <= 3'b010;
            end
            S_back: begin
                l <= 3'b010;
                r <= 3'b100;
                s <= 3'b100;
                b <= 3'b001;
            end
            default: begin
                l <= 3'b000;
                r <= 3'b000;
                s <= 3'b000;
                b <= 3'b000;
            end
        endcase
    end
endmodule
==> flow/run.sh <==
#!/bin/bash
# OpenROAD 26Q1-2900-gdf79404cd8, Yosys 0.63+post, stock flow scripts
make -C /OpenROAD-flow-scripts/flow DESIGN_CONFIG=/design/flow/config.mk WORK_HOME=/design/flow/orfs finish
==> flow/config.mk <==
export PLATFORM = sky130hd
export DESIGN_NAME = traffic_final
export DESIGN_NICKNAME = traffic_final
export VERILOG_FILES = /design/flow/design.v
export SDC_FILE = /design/flow/constraint.sdc
export NUM_CORES = 4
export LEC_CHECK = 1
export CORE_AREA = 10 10 107 107
export DIE_AREA = 0 0 117 117
==> flow/constraint.sdc <==
current_design traffic_final

set clk_period 6.1
set clk_io_pct 0.2

create_clock -name clk0 -period $clk_period [get_ports {clk}]

set non_clock_inputs [all_inputs -no_clocks]
set_input_delay [expr $clk_period * $clk_io_pct] -clock clk0 $non_clock_inputs
set_output_delay [expr $clk_period * $clk_io_pct] -clock clk0 [all_outputs]
==> results.txt <==
Purpose: to document the outcome of synthesis and place and route.

Global routing
The maximum number of pins on one net before global-route repair is 35. The met2 routing resource usage after global routing is 5.887%. The number of antenna violations at the first check in global routing is 0. The met1 track demand over resource is 5.430%. The number of global-route vias before repair is 962. For this run, global-route usage on met3 was measured as ~1.4%. The leftover overflow at the end of global routing is 0. The most utilized layer in the global route result is met2. The wire length of the first global-routing pass is approximately 4400 um.

Across every metal layer, demand over resource in global routing totals under 10%.

Drt
Once detail routing completed, the nets flagged for antenna violations numbered 0. For this sky-water flow run, the detailed-routed wirelength per cell is reported as 9.467 um. The final routed DRC violation total is 0.

The number of detailed-route iterations in the first pass is 4. The via count normalized by instance count is around 3.8. The total vias in the final route is about 1000. The total length of routed wires is ~2600 um. The initial detailed-routing violation count is 62. The final antenna diode tally reported by the flow is 0.

Logic synthesis
The synthesis report gives the async set-or-reset register share as 100.0%. In the synthesized netlist, the number of instances is 150. The chip area from the yosys synthesis statistics is 1597 um^2. The most frequently used flop master after synthesis is sky130_fd_sc_hd__dfrtp_1. After synthesis, the cell types taking the most area are sky130_fd_sc_hd__dfrtp_1 (52%), sky130_fd_sc_hd__xnor2_1 (10%), sky130_fd_sc_hd__nand3_1 (3.8%). After synthesis, the share of cell area in mux cells is less than 1%. For this run the top cell type by instance count after synthesis was sky130_fd_sc_hd__dfrtp_1. After Yosys synthesis, and, or, nand and nor cells account for a little over a fifth of the synthesized area. The adder-cell share of the synthesized area is 2.351%. The number of different library cells used by synthesis comes to 29. For this run, the number of Yosys warnings is 1.

The biggest area consumer among synthesized cells is sky130_fd_sc_hd__dfrtp_1. Counting instances in the post-synthesis netlist gives the leading cell types as sky130_fd_sc_hd__dfrtp_1 (33), sky130_fd_sc_hd__xnor2_1 (19), sky130_fd_sc_hd__nand2_1 (13). The mean cell area of the mapped netlist is about 11 um^2. Summing every instance area after synthesis gives 1597 um^2. The area share of the largest cell type after synthesis is between 50% and 60%. Summing the sequential cell areas from Yosys gives 53.37% of the chip area.

The AND-OR/OR-AND share of the synthesized area is under 10%. In this run, synthesis inferred 0 flip-flops with an integrated enable. After synthesis, the design contains 150 cells according to Yosys.

The main logic family after synthesis is simple AND/OR/NAND/NOR gates. The count of state elements after synthesis is 34. The area fraction in xor and xnor cells is 13.71%.

Setup path
STA classifies the critical path startpoint as an input pin. The logic depth of the worst register-to-register path is 5. The OpenROAD report gives the critical path a data arrival time of 2.05 ns.

The slowest stage of the critical path is the sky130_fd_sc_hd__clkdlybuf4s50_1 cell. For reference, the critical path cell chain is clkdlybuf4s50_1, inv_1, buf_4. Per the OpenROAD timing report, the critical path contains 3 cells. The maximum cell stage delay along the critical path is 0.40 ns. The critical path class is in -> async. The worst setup path is captured at an asynchronous set/reset pin. The number of buffer and inverter stages on the critical path is 3. The top cell family by delay on the critical path is buffers and inverters. The data required time reported for the critical path is between 6 and 7 ns. Per the timing report, the biggest fanout along the worst path comes to 34.

STA
Counting pins that exceed their max-slew limit in the final report gives 0. Of the available clock period, the critical path in the final layout requires between 20 and 30%. The setup TNS after final layout is 0 ns. The count of unclocked register or latch pins is 7. 19 endpoints have no timing constraint. After layout, the setup clock skew is reported as 0.003189 ns.

The final-report setup violation count is 0. The max-slew headroom at the worst pin is 63.32%. The final timing report lists a hold violation count of 0. The worst path needs 1.641 ns of the cycle, external delays included. The transition time at the pin with the least slew margin is 0.5472 ns. Across all hold checks on the routed design, the worst slack comes to 0.4731 ns. Based on the critical path, the design can be clocked at up to 609.5 MHz. Setup repair after global routing left no endpoint under its margin.

Clock network
The clock passes through at most 2 buffers. The post-cts resize count is 0. Post-CTS timing repair inserted 0 buffers for setup. The clock edge transition at the registers on the reported setup and hold paths is 0.09 ns. The later-pin clock latency in the skew report is 0.27 ns. TritonCTS built the clock tree.

The post-cts hold-fix buffer tally is 0. Per the CTS log, the maximum H-tree level is 1. The number of clock buffers added by TritonCTS is 3. The clock tree root buffer cell is sky130_fd_sc_hd__clkbuf_8.

Place
The final weighted congestion in routability-driven placement is 0.8267. Buffers placed on the I/O ports in this run total 13. Once detailed placement completed, the half-perimeter wirelength came to 1833 um.

Min path
The most critical min-delay path falls under reg -> reg. The number of cells on the worst hold path is 1.

Finish
The fraction of final layout cells with drive strength greater than 1 is 10.69%. At the end of the flow the core is filled with cells to 20.50%. The flow measured a signed area growth from synthesis to layout of 18.10%.

Die
In this run the core area contains 35 standard-cell rows. The horizontal die size is 117 um. The floorplan die height is 117 um. The core area is approximately 9200 um^2. The initial utilization of the core area, before any placement, comes to 17.36%. For this design the top-level I/O count stands at 14. The chip occupies between 10000 and 15000 um^2.

Power and ir drop
The power report puts the leakage power at 0.8350 nW. The total power draw is 0.0002828 W. The worst ir drop on vdd is about 0.000067 V. The ratio of total power to cell area is about 150 nW/um^2.

Job
Across the run, the number of max-cap violations was 0. The tally of OpenROAD warnings is 25.

Status
The run finished with clean final reports.
area by class of cell:
cell class                      count  area, um^2
Fill cell                         988        7311
Timing Repair Buffer               14       137.6
Tap cell                          111       138.9
Multi-Input combinational cell    100       684.4
Sequential cell                    34       852.1
Clock buffer                        3       41.29
Inverter                            7       26.28
Clock inverter                      1       5.005
sequential cells by signal (all words and copies together) (netlist names), named ones only:
register  count
clk_div      27
tme           3
ps            3
worst paths after layout:
check,end,start,slack [ns]
worst max-delay path,clk_div[18],rst,4.46
worst min-delay path,clk_div[23],clk_div[23],0.47
worst max register to register,clk_div[10],clk_div[0],4.47
worst min register to register,clk_div[23],clk_div[23],0.47
max in group clk0,clk_div[10],clk_div[0],4.47
min in group asynchronous,clk_div[23],rst,1.35
per-layer routing:
layer  part of all wire (%)  routed length, um
met5                      0                  0
met4                      0                  0
met3                    8.3                213
met2                     40               1032
met1                     51               1311
report_power, final:
group / total [W] / switching [W] / internal (W)
logic: 0.00000528 / 0.00000425 / 0.00000103
registers: 0.000179 / 0 / 0.000179
clock network: 0.0000987 / 0.0000530 / 0.0000457
total: 0.000283 / 0.0000572 / 0.000226
cell usage in the layout (no fill, tap or decap):
cell                              instances
sky130_fd_sc_hd__and4_2                   1
sky130_fd_sc_hd__ha_1                     3
sky130_fd_sc_hd__and3_1                   6
sky130_fd_sc_hd__nand2b_1                 1
sky130_fd_sc_hd__o32a_1                   1
sky130_fd_sc_hd__nor2_2                   1
sky130_fd_sc_hd__mux2_2                   1
sky130_fd_sc_hd__and3_2                   1
sky130_fd_sc_hd__xor2_1                   6
sky130_fd_sc_hd__nor3_2                   1
sky130_fd_sc_hd__a21oi_1                  3
sky130_fd_sc_hd__clkdlybuf4s50_1         13
sky130_fd_sc_hd__xnor2_1                 19
sky130_fd_sc_hd__o21ai_0                  8
sky130_fd_sc_hd__and2_1                   1
sky130_fd_sc_hd__nor2_1                   5
sky130_fd_sc_hd__inv_1                    7
sky130_fd_sc_hd__dfstp_2                  1
sky130_fd_sc_hd__clkinv_2                 1
sky130_fd_sc_hd__dfrtp_1                 33
sky130_fd_sc_hd__clkbuf_8                 3
sky130_fd_sc_hd__nand4_1                  6
sky130_fd_sc_hd__a32o_1                   1
sky130_fd_sc_hd__nand3_1                 12
sky130_fd_sc_hd__nand3b_1                 1
sky130_fd_sc_hd__o211ai_1                 1
sky130_fd_sc_hd__buf_4                    1
sky130_fd_sc_hd__nand2_1                 13
sky130_fd_sc_hd__nor4_4                   1
sky130_fd_sc_hd__nand4_4                  1
sky130_fd_sc_hd__nor3_1                   2
sky130_fd_sc_hd__or2_2                    4
cells by family after synthesis:
kind of cell               Yosys count
and+or+nand+nor                     57
DFF                                 34
xor gates and xnor gates            25
buffers and inverters               16
AOI/OAI and AO/OA                   14
adders and majority gates            3
muxes                                1
through the flow:
| stage | std cells | area [um^2] | setup slack, ns |
|---|---|---|---|
| 3_3_place_gp | 266 | 1839 | 4.121 |
| 2_1_floorplan | 150 | 1597 | 4.134 |
| 6_report | 270 | 1886 | 4.459 |
| 5_1_grt | 270 | 1886 | 4.336 |
| 3_5_place_dp | 266 | 1839 | 4.127 |
| 4_1_cts | 270 | 1886 | 4.420 |
No activity file was given, so power comes from the tool's default toggle rates.
